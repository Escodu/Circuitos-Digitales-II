`/design/flow/config.mk`:
```
export PLATFORM = sky130hd
export DESIGN_NAME = controlador
export DESIGN_NICKNAME = controlador
export VERILOG_FILES = /design/flow/design.v
export SDC_FILE = /design/flow/constraint.sdc
export NUM_CORES = 4
export LEC_CHECK = 1
export CORE_AREA = 10 10 70 70
export DIE_AREA = 0 0 80 80
```
`/design/flow/constraint.sdc`:
```
current_design controlador

set clk_period 1.1
set clk_io_pct 0.2

create_clock -name clk0 -period $clk_period [get_ports {clk}]

set non_clock_inputs [all_inputs -no_clocks]
set_input_delay [expr $clk_period * $clk_io_pct] -clock clk0 $non_clock_inputs
set_output_delay [expr $clk_period * $clk_io_pct] -clock clk0 [all_outputs]
```
`/design/flow/design.v`:
```
`timescale 1ns/1ns
module controlador (
    input clk,
    input INTRO_MONEDAS,
    input FINALIZAR_PAGO,
    input reset,
    output reg SECADO,
    output reg LAVADO,
    output reg LAVADO_PESADO,
    output reg INSUFICIENTE
);
reg [3:0] VERIFICACION_DE_PAGO;
always @(posedge clk) 
begin
    if(reset) begin
        VERIFICACION_DE_PAGO <= 0;
        LAVADO = 0;
        SECADO = 0;
        LAVADO_PESADO = 0;
        INSUFICIENTE = 0;
    end
    else if (INTRO_MONEDAS)
        VERIFICACION_DE_PAGO = VERIFICACION_DE_PAGO + 1;
    else if (FINALIZAR_PAGO)begin
        if (VERIFICACION_DE_PAGO == 4'b0011) begin
            SECADO = 1;
            #30;
        end
        else if (VERIFICACION_DE_PAGO == 4'b0100) begin
            LAVADO = 1;
            #30;
        end
        else if (VERIFICACION_DE_PAGO == 4'b1001) begin
            LAVADO_PESADO = 1;
            #30;
        end
        else begin
            INSUFICIENTE = 1;
            #10;
            INSUFICIENTE = 0;
        end
    end
end
endmodule
```
`/design/flow/run.sh`:
```
#!/bin/bash
# OpenROAD 26Q1-2900-gdf79404cd8, Yosys 0.63+post, stock flow scripts
make -C /OpenROAD-flow-scripts/flow DESIGN_CONFIG=/design/flow/config.mk WORK_HOME=/design/flow/orfs finish
```
==> results.json <==
{
  "path_max_fanout": 2,
  "crit_family": "buffers and inverters",
  "drtIter0Drc": 3,
  "clk_pin_slew_worst_paths_ns": 0.05,
  "syn-cell-area_um2": 377,
  "grt_start_max_net_pins": 7,
  "yosysChipArea_um2": 377,
  "ys.flops": 7,
  "synth_area_per_cell_um2": 9.91,
  "critPathMaxStageDelay_ns": 0.50,
  "rows": 21,
  "crit_buf_inv": 1,
  "max-vdd-ir-drop_uv": 641,
  "die_w_um": 80,
  "yosys-stat-cells": 38,
  "dpl.cell_count": 93,
  "synthCells": 38,
  "post-route-util_pct": 16.7,
  "grt_pass1_vias": 286,
  "finalMaxSlewViolations": 0,
  "post-dp-hpwl_um": 622,
  "holdWs_ns": 0.324,
  "critical_path_arrival_ns": 1.23,
  "routed_wirelength_um": 785,
  "finClkSkew_ns": 0.00207,
  "path_class": "input pin to flip-flop",
  "fp-utilization_pct": 11.0,
  "hold_violations": 0,
  "yosysWarnings": 1,
  "log.warning_count": 28,
  "wl_per_cell_um": 8.09,
  "core-area_um2": 3420,
  "cts_tree": "done",
  "die_y_um": 80,
  "crit_required_ns": 1.28,
  "grt_use_total_pct": 2.58,
  "period_needed_ns": 1.04,
  "endpoint_kind": "flip-flop",
  "worst_skew_pair.late_latency_ns": 0.26,
  "h-tree-depth": 1,
  "synthToLayoutAreaGrowth_pct": 51.8,
  "gp_congestion": 0.767,
  "ys_types": 21,
  "fill_cells": 394,
  "antenna_found_initial": 0,
  "dr.pass1.iters": 2,
  "clk_path_buf_depth": 2,
  "ant_nets": 0,
  "io_buffers": 6,
  "n_antenna_cell": 0,
  "overflow": 0,
  "clock_sinks": 7,
  "max-cap-violations": 0,
  "leakage_nw": 0.229,
  "post_cts.repair.setup_buffers": 0,
  "ys_seq_share_pct": 37.2,
  "dieArea_um2": 6400,
  "start_kind": "input pin",
  "io_pins": 8,
  "routed_via_density": 3.04,
  "rsz0062_at_grt": "true",
  "cellPowerDensity_nw_per_um2": 1050,
  "fin_crit_sh_pct": 94.9,
  "setup_viol": 0,
  "grt_pass1_wl_um": 1330,
  "status": "finished clean",
  "final_cells": 97,
  "hold_class": "input pin to flip-flop",
  "vias": 295,
  "total_power_uw": 598,
  "drive_gt1_share_pct": 43.1,
  "slowest_stage": "clkdlybuf4s50_1",
  "dp_slack_ns": -0.237,
  "path_cells": "clkdlybuf4s50_1, or3b_4, o22ai_2",
  "clock_tree.root_cell": "clkbuf_4",
  "max_freq_mhz": 958,
  "final_cell_mix": "inv_1 (6), buf_4 (6), dfxtp_2 (4)",
  "cts_buffers": 3,
  "fin_ws_ns": 0.0561,
  "drc_errors": 0
}
[state kept, by name (all words and copies together) (netlist names)]
| name | cells |
|---|---|
| VERIFICACION_DE_PAGO | 4 |
| LAVADO | 1 |
| LAVADO_PESADO | 1 |
| SECADO | 1 |
[path summary, 6_finish.rpt]
kind,startpoint,to,slack (ns),cells after the start
setup / recovery,FINALIZAR_PAGO,SECADO$_SDFFE_PP0P_,0.06,3
hold / removal,INTRO_MONEDAS,LAVADO_PESADO$_SDFFE_PP0P_,0.32,2
setup reg to reg,VERIFICACION_DE_PAGO[1]$_SDFFE_PP0P_,SECADO$_SDFFE_PP0P_,0.06,3
hold reg to reg,LAVADO_PESADO$_SDFFE_PP0P_,LAVADO_PESADO$_SDFFE_PP0P_,0.47,2
[kinds of logic after synthesis]
family	count (synthesis)	synth area share, %
buffers and inverters	9	12.3
AOI/OAI and AO/OA	5	13.0
and+or+nand+nor	10	18.6
xor gates and xnor gates	1	2.33
DFF	7	37.2
adders and majority gates	3	9.97
muxes	2	5.65
other	1	0.996
[cell usage after synthesis]
master | number | area [µm²]
nand3b_1 | 2 | 15.0
nor2b_1 | 1 | 6.26
dfxtp_1 | 7 | 140
inv_1 | 6 | 22.5
a21oi_1 | 1 | 5.00
ha_1 | 3 | 37.5
nand4bb_1 | 1 | 11.3
nand4_1 | 1 | 6.26
buf_6 | 1 | 11.3
o22ai_2 | 2 | 25.0
xnor2_1 | 1 | 8.76
nor2_1 | 3 | 11.3
o32ai_1 | 1 | 8.76
buf_2 | 1 | 5.00
mux2i_1 | 1 | 10.0
or3b_1 | 1 | 8.76
conb_1 | 1 | 3.75
or3b_4 | 1 | 11.3
a21bo_2 | 1 | 10.0
buf_4 | 1 | 7.51
mux2_2 | 1 | 11.3
[worst register-to-register path, delay by kind of cell, from the launching register on]
family	cells	cell delay (ns)
DFF	1	0.37
adders and majority gates	1	0.14
and+or+nand+nor	1	0.37
AOI/OAI and AO/OA	1	0.08
[power breakdown]
part           internal [mW]  switching [mW]
clock                  0.139          0.0988
sequential             0.264          0.0127
combinational         0.0509          0.0334
total                  0.453           0.145
[per-layer routing]
metal,vias to the layer above,global-route usage [%],wire (µm)
met1,133,3.41,425
met3,3,1.48,51
met5,-,0,0
met2,8,3.45,296
li1,151,-,-
met4,0,0.704,11
[cell type report]
cell class	instances	area, µm²	area share, %
Clock buffer	4	26.3	4.60
Tap cell	46	57.6	10.1
Multi-Input combinational cell	22	213	37.2
Timing Repair Buffer	12	104	18.2
Inverter	6	22.5	3.94
Sequential cell	7	149	26.0
[timing repair]
item / in CTS / in global routing
pin swaps: 0 / 0
gates resized: 9 / 5
setup endpoints to repair: 4 / 4
endpoints found under the hold margin: 0 / 0
hold buffers: 0 / 0
gates cloned: 0 / 0
[through the flow]
step                      setup TNS (ns)  cell area, µm²
final                                  0             572
after global routing                   0             572
after global placement             -1.23             515
after CTS                              0             547
after floorplan                        0             377
after detailed placement           -1.28             515
