===== run.sh =====
#!/bin/bash
# OpenROAD 26Q1-2900-gdf79404cd8, Yosys 0.63+post, stock flow scripts
make -C /OpenROAD-flow-scripts/flow DESIGN_CONFIG=/design/flow/config.mk WORK_HOME=/design/flow/orfs finish

===== config.mk =====
export PLATFORM = sky130hd
export DESIGN_NAME = SPI
export DESIGN_NICKNAME = SPI
export VERILOG_FILES = /design/flow/design.v
export SDC_FILE = /design/flow/constraint.sdc
export NUM_CORES = 4
export LEC_CHECK = 1
export CORE_UTILIZATION = 40

===== constraint.sdc =====
current_design SPI

set clk_period 6.3
set clk_io_pct 0.2

create_clock -name clk0 -period $clk_period [get_ports {clk}]

set non_clock_inputs [all_inputs -no_clocks]
set_input_delay [expr $clk_period * $clk_io_pct] -clock clk0 $non_clock_inputs
set_output_delay [expr $clk_period * $clk_io_pct] -clock clk0 [all_outputs]

===== design.v =====
module master (
    input clk,
    input reset,
    input [15:0] datain,
    input [15:0] MISO,
    output reg cs1M,
    output reg cs2M,    
    output reg sclkM,
    output spi_data,
    output reg [15:0] MOSI,
    output reg [15:0] counter
);
reg [2:0] state;
always @(posedge clk) begin
    if(reset) begin
        MOSI <= 16'b0;
        counter <= 5'd16;
        cs1M <= 1;
        cs2M <= 1;
        sclkM <= 1'b0;  
    end else if (counter != 0) begin
        case (state)
            0 : begin
                cs1M <= 1;
                cs2M <= 1;
                sclkM <= 0;
                state <= 1;
            end 
            1 :  begin
                cs1M <= 0;
                cs2M <= 0;
                sclkM <= 1;
                MOSI <= datain[counter-1]; 
                counter <= counter -1;
                state <= 2;
            end
            2 : begin
                sclkM <= 0;
                if(counter > 0) begin
                    state <= 1;
                end else begin
                    counter <= 16;
                    state <= 0;
                end
            end
            default: state <= 0;
        endcase
    end
    else begin
        MOSI <= 0;
        sclkM <= 0;
    end
end
assign spi_data = MOSI;
endmodule
module slave1 (
    input clk,
    input reset,
    input cs1M,
    input [15:0] MOSI,
    input spi_data,
    input [15:0] counter,
    output reg cs1S,
    output reg sclkS1,
    output reg [15:0] MISO
);
reg [2:0] state;
reg [15:0] contador;
reg [15:0] dato_recibido;
reg [3:0] bit_counter;    
reg clk_counter;    
reg F;   
always @(posedge clk or posedge reset) begin
    if (reset) begin
        bit_counter <= 4'd0;  
        clk_counter <= 0;  
        dato_recibido <= 16'd0;      
        F <= 1;    
    end else begin
        if (clk_counter == 1  && cs1M == 0 && F == 1) begin
            dato_recibido <= {dato_recibido[14:0], spi_data};  
            bit_counter <= bit_counter + 1;      
            clk_counter = 0;                     
            if (bit_counter == 4'd15) begin
                F <= 0;   
            end
        end
        else begin
        clk_counter <= clk_counter + 1;  
        end
    end
end
always @(posedge clk) begin
    if(reset) begin
        MISO <= 16'b0;
        contador <= 5'd16;
        cs1S <= 0;
        sclkS1 <= 1'b0;  
    end else if (counter == 0 && contador != 0 && cs1M == 0) begin
        case (state)
            0 : begin
                sclkS1 <= 1;
                state <= 1;
            end 
            1 :  begin
                sclkS1 <= 0;
                MISO <= dato_recibido[contador-1]; 
                contador <= contador -1;
                state <= 2;
            end
            2 : begin
                sclkS1 <= 1;
                if(contador > 0) begin
                    state <= 1;
                end else begin
                    contador <= 16;
                    state <= 0;
                end
            end
            default: state <= 0;
        endcase
    end
    else if(contador == 0) begin
        MISO <= 0;
        cs1S <= 1;
    end
end  
endmodule
module slave2 (
    input clk,
    input reset,
    input cs2M,
    input [15:0] datain,
    input spi_data,
    input [15:0] counter,
    output reg cs2S,
    output reg sclkS2,
    output reg [15:0] MISO
);
reg [2:0] state;
reg [15:0] contador;
reg [15:0] dato_obtenido;
reg [3:0] bit_contador;    
reg clk_contador;    
reg FF;   
always @(posedge clk or posedge reset) begin
    if (reset) begin
        bit_contador <= 4'd0;  
        clk_contador <= 0;  
        dato_obtenido <= 16'd0;      
        FF <= 1;    
    end else begin
        if (clk_contador == 1  && cs2M == 0 && FF == 1) begin
            dato_obtenido <= {dato_obtenido[14:0], spi_data};  
            bit_contador <= bit_contador + 1;      
            clk_contador = 0;                     
            if (bit_contador == 4'd15) begin
                FF <= 0;   
            end
        end
        else begin
        clk_contador <= clk_contador + 1;  
        end
    end
end
always @(posedge clk) begin
    if(reset) begin
        MISO <= 16'b0;
        contador <= 5'd16;
        cs2S <= 0;
        sclkS2 <= 1'b0;  
    end else if (counter == 0 && contador != 0 && cs2M == 0) begin
        case (state)
            0 : begin
                sclkS2 <= 1;
                state <= 1;
            end 
            1 :  begin
                sclkS2 <= 0;
                MISO <= dato_obtenido[contador-1]; 
                contador <= contador -1;
                state <= 2;
            end
            2 : begin
                sclkS2 <= 1;
                if(contador > 0) begin
                    state <= 1;
                end else begin
                    contador <= 16;
                    state <= 0;
                end
            end
            default: state <= 0;
        endcase
    end
    else if(contador == 0) begin
        MISO <= 0;
        cs2S <= 1;
    end
end  
endmodule
module SPI (
    input clk,
    input reset,
    input [15:0] datain,
    output wire spi_cs1_l,
    output wire spi_cs2_l,
    output wire sclk1,
    output wire sclk2,
    output wire [15:0] counter1
);
wire [15:0] MOSI;
wire [15:0] MISO;
wire [15:0] counter;
wire spi_data;
assign spi_cs1_l = cs1M | cs1S;
assign spi_cs2_l = cs2M | cs2S;
assign sclk1 = sclkM | sclkS1;
assign sclk2 = sclkM | sclkS2;
master master (
    .clk(clk),
    .reset(reset),
    .datain(datain[15:0]),
    .cs1M(cs1M),
    .cs2M(cs2M),
    .sclkM(sclkM),
    .spi_data(spi_data),
    .counter(counter1[15:0]),
    .MISO(MISO[15:0]),
    .MOSI(MOSI[15:0])
);
slave1 slave1 (
    .clk(clk),
    .reset(reset),
    .MOSI(MOSI[15:0]),
    .cs1M(cs1M),
    .cs1S(cs1S),
    .sclkS1(sclkS1),
    .spi_data(spi_data),
    .counter(counter1[15:0]),
    .MISO(MISO[15:0])
);
slave2 slave2 (
    .clk(clk),
    .reset(reset),
    .datain(datain[15:0]),
    .cs2M(cs2M),
    .cs2S(cs2S),
    .sclkS2(sclkS2),
    .spi_data(spi_data),
    .counter(counter1[15:0]),
    .MISO(MISO[15:0])
);
endmodule

==> run summary <==
outcome: complete, no violations
first-pass GRT wire length: 9770 µm
fmax: 357.6 MHz
Die H: 89.08 µm
Worst Hold Class: reg2reg
insertion delay at the late pin of the worst-skew pair: 0.34 ns
Setup crit start: master.counter[0]$_SDFFE_PP0P_
antenna violations before repair: 0
row cnt: 31
final cycle utilization of the critical path: 0.4439
RSZ-0062 raised after global routing: no
CP Capture Type: flop
total core area: 0.007292 mm²
hold_sp: slave2.cs2S$_SDFFE_PP0P_
Starting DRT DRC Count: 76
Remaining DRCs: 0
Die X: 89.08 µm
CP delay by family, top: simple AND/OR/NAND/NOR gates
Initial DRT Pass Iterations: 4
P_int: 0.0008064 W
Flop pwr share: 0.422
CTS tree: done
post-synthesis compound-gate area fraction: 0.08622
Synth top cells by count: dfxtp_1, nor2_1, a21oi_1
Slew headroom: 0.5444
Synth cell types: 47
Leak: 1.252 nW
yosys stat chip area: 0.003033 mm²
FF+latch area: 0.001261 mm²
Max Slew Vio Count: 0
startpoint types: flop
top-count cell post-synth: dfxtp_1
clk root buf: clkbuf_8
Synth Warn #: 10
Post-Layout Cell Count: 463
Post-synth EDFFs: 0
Tool Warnings: 44
Fillers: 704
final worst clock skew: 0.01128 ns
Top cells by area: dfxtp_1, nor2_1, xnor2_1
post-synthesis area per instance: 8.947 µm²
Logic pwr share: 0.246
largest net degree at the start of global routing: 61
Clock Pin Slew Worst Setup and Hold Paths: 0.07 ns
Worst EP required: 6.56 ns
clock sink total: 63
total power: 0.001173 W
post-route setup TNS: 0 ns
vias in the first global route: 2132
Net Sw Frac: 0.3126
max incr delay on CP: 0.61 ns
Synthesized registers: 63
vias per cell: 5.242
main flop type: dfxtp_1
final hold violations: 0
xor/xnor share: 0.07219
H-tree levels: 3
CTS Buf Count: 9
Post-CTS Setup Inserts: 0
GP Congestion: 0.7922
Vias: 2427
CTS resizes: 0
post-route antenna net violation count: 0
WL/cell: 12.70 µm
Logic family by area: simple AND/OR/NAND/NOR gates
Adders+Majority by Area: 0.02475
Async SR Flop Fraction: 0
gr usage total: 0.1590
gr ovfl total: 0
Bufs and invs on worst path: 1
Max Root-Sink Buffers: 2
PwrDens: 331.5 mW/mm²
synthesized instance count: 339
Crit-path slowest cell: or4_1
# Max-Cap Violations: 0
r2r setup slk: 3.50 ns
hold_buf cts: 0
synthesis-to-layout area growth: 16.67%
mux frac, synth: 0.03259
cell count in the Yosys report: 339
worst slew pin tran: 0.6814 ns
hpwl dp: 3752 µm
Largest type area fraction: 0.4158
Crit Path Class: reg2reg
Psw: 0.0003667 W
FP Util: 0.4159
min Tclk post-route: 2.796 ns
RR Startpoint: master.counter[0]$_SDFFE_PP0P_
DIE AREA: 0.007934 mm²
sequential area share after synthesis: 0.4158
Top Ports: 38
# diodes: 0
Logic cell area: 0.001670 mm²
DRT Wirelength: 5881 µm
mapped cell area: 0.003033 mm²
fraction of layout cells with a size suffix above 1: 0.1154
sequence of cells on the critical path: inv_1, ha_1, nor4b_1, nand4_2, nand2b_1, or4_1, a21oi_1
Clk pwr share: 0.333
final setup fails: 0
maximum VDD drop: 128.1 µV
Simple Share, Synth: 0.3350
crit-path max FO: 19
Yosys top cell by area: dfxtp_1
Post-Place Cells: 447
PortBufs: 21
CP arrival: 3.06 ns
## tightest hold or removal path: stages, from the launching register on
cell and delay (ns):
dfxtp_1 0.31, inv_1 0.05, a21oi_1 0.06
## power groups by stage
stage | Combinational, W | Sequential, W | Clock, W
CTS | 0.000291 | 0.000495 | 0.000403
global route | 0.000326 | 0.000503 | 0.000420
finish | 0.000288 | 0.000495 | 0.000390
## area by class of cell
| type | count | area share |
|---|---|---|
| multi-input cells | 251 | 0.4721 |
| flip-flops and latches | 63 | 0.3564 |
| repair buffers | 23 | 0.06223 |
| clock buffers | 9 | 0.03501 |
| well taps | 99 | 0.03501 |
| clock inverters | 7 | 0.02758 |
| inverters | 11 | 0.01167 |
## worst paths after layout
| kind | end | depth (start not counted) |
|---|---|---|
| min | slave2.cs2S$_SDFFE_PP0P_ | 2 |
| max reg2reg | slave2.contador[9]$_SDFFE_PP0P_ | 7 |
| max | slave2.contador[9]$_SDFFE_PP0P_ | 7 |
| min reg2reg | slave2.cs2S$_SDFFE_PP0P_ | 2 |
## logic make-up after synthesis
| family | Yosys count |
|---|---|
| and+or+nand+nor | 169 |
| DFF | 63 |
| AOI/OAI and AO/OA | 42 |
| xor gates and xnor gates | 25 |
| buffers and inverters | 25 |
| muxes | 9 |
| adders and majority gates | 6 |
## flip-flops by register name (all words and copies together) (netlist names)
signal and count:
master.counter 16, master.cs1M 1, master.sclkM 1, master.state 3, slave1.contador 16, slave1.cs1S 1, slave1.sclkS1 1, slave1.state 3
slave2.contador 16, slave2.cs2S 1, slave2.sclkS2 1, slave2.state 3
## metal layers
metal | GRT usage | vias to the layer above | routed length (µm)
li1 | - | 1255 | -
met1 | 0.2424 | 1144 | 3034
met2 | 0.2517 | 19 | 2630
met3 | 0.02247 | 9 | 123
met4 | 0.02742 | 0 | 93
met5 | 0 | - | 0
## cell usage in the layout (no fill, tap or decap), drive strengths merged, types with 7 or more instances in the layout
master and instances:
a21oi 18, clkbuf 9, clkdlybuf4s50 20, dfxtp 63, inv 11, mux2 7
nand2 14, nand4 7, nor2 49, nor2b 8, nor3 7, nor4 14
nor4b 8, o21ai 9, or3 15, or4 11, xnor2 13, xor2 12
## through the flow
| step | hold WS, ns | setup WS [ns] | area [µm²] | util |
|---|---|---|---|---|
| global placement | 0.4286 | 3.549 | 3317 | 0.4549 |
| CTS | 0.4664 | 3.469 | 3538 | 0.4852 |
| floorplan | 0.4208 | 4.167 | 3033 | - |
| detailed placement | 0.4350 | 3.495 | 3317 | 0.4549 |
| global route | 0.4799 | 3.206 | 3538 | 0.4852 |
| finish | 0.4650 | 3.504 | 3538 | 0.4852 |
Power is estimated from default activity; no workload was simulated.
